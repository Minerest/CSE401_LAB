==> flow/run.sh <==
#!/bin/bash
# OpenROAD 26Q1-2900-gdf79404cd8, Yosys 0.63+post, stock flow scripts
make -C /OpenROAD-flow-scripts/flow DESIGN_CONFIG=/design/flow/config.mk WORK_HOME=/design/flow/orfs finish
==> flow/config.mk <==
export PLATFORM = sky130hd
export DESIGN_NAME = alu
export DESIGN_NICKNAME = alu
export VERILOG_FILES = /design/flow/design.v
export SDC_FILE = /design/flow/constraint.sdc
export NUM_CORES = 4
export LEC_CHECK = 1
export CORE_UTILIZATION = 30
==> flow/constraint.sdc <==
current_design alu

set clk_period 19.9
set clk_io_pct 0.2

create_clock -name clk0 -period $clk_period

set non_clock_inputs [all_inputs -no_clocks]
set_input_delay [expr $clk_period * $clk_io_pct] -clock clk0 $non_clock_inputs
set_output_delay [expr $clk_period * $clk_io_pct] -clock clk0 [all_outputs]
==> flow/design.v <==
`timescale 1ns / 1ps
module alu(
    input	wire	[31:0]	a,
    input	wire	[31:0]	b,
    input	wire	[2:0]		control,
    output	reg	[31:0]	result,
    output	wire				zero
    );
	parameter	ALUadd		=	3'b010,  
				ALUsub		=	3'b110,  
				ALUand		=	3'b000,    
				ALUor		=	3'b001,
				ALUslt		=	3'b111;
	wire sign_mismatch;
	assign sign_mismatch = (a[31] == 1 || b[31] == 1);
	initial
		result <= 0;
	always@*
		case(control)
			ALUadd:			result = a + b;
			ALUsub:			result = a - b;
			ALUand:			result = a & b;
			ALUor:			result = a | b;
			ALUslt:			result = a < b	? (1 - sign_mismatch) 
														: (0 + sign_mismatch);			
			default:			result = 32'bX;	 
		endcase
		assign zero = (result == 0) ? 1 : 0; 
endmodule
==> summary.txt <==
Implementation numbers.

- The flow ran to the end, and the final reports show no timing, DRC or antenna violations.
- The number of hold buffers added after CTS is 0.
- The maximum achievable frequency reads 77.6 MHz.
- The count of buffers added on input and output ports is about 100.
- The first detailed-routing pass took 5 iterations.
- The congestion estimate from routability-driven global placement came to roughly 0.97.
- The warning count from the yosys run is 1.
- The wire length after detailed routing reads about 19 mm.
- The count of pins on the block boundary is approximately 100.
- Looking at the setup timing report, the critical path kind is in -> out.
- The leakage power reads 2.83 nW.
- Setup repair after global routing left no endpoint under its margin.
- The launching element type of the critical path reads a primary input.
- The first global-routing pass estimated between 20 and 30 mm of wire.
- The report lists the number of standard-cell rows as approximately 47.
- Recorded from the global router log, the overflow total was 0.
- The overall die width reads 133 um.
- The global routing report lists combined usage of all routing layers as 0.210.
- The total core area is approximately 17000 sq um.
- The aggregate negative setup slack is 0 ns.
- The violation count after the first detailed-route iteration reads 608.
- The number of global-route vias before repair is 5479.
- In the final report, the number of hold violations comes to 0.
- In this run the full chip footprint comes out at between 15000 and 20000 sq um.
- The vertical extent of the die is between 100 and 150 um.
- The largest total area in the synthesized netlist belongs to sky130_fd_sc_hd__ha_1.
- The summed standard-cell area reported by yosys is just over 5000 sq um.
- The number of clock buffers in the layout is 0.
- The number of instances resized during post-cts repair reads 0.
- The storage element area reads 0 sq um.
- The worst setup path is captured at an output pin.
- The final timing report derives a shortest allowable period of approximately 13 ns.
- The number of slew-limit violations in the final report is 0.
- The startpoint of the tightest hold check path is control[0].
- The fraction of the yosys area taken by sequential cells reads 0.
- The OpenROAD report gives the critical path a data arrival time of between 8 and 9 ns.
- IR analysis of the VDD net gives a maximum drop of approximately 0.000015 V.
- The most popular library cell in the synthesized design by count is sky130_fd_sc_hd__inv_1.
- In the hold report, the worst path ends at result[2].
- The combined area of all synthesized cells is around 5200 sq um.
- Post-CTS timing repair inserted 0 buffers for setup.
- The final instance count without filler cells is 1068.
- The total cells reported by yosys after synthesis reads between 700 and 800.
- The actual transition at the worst max-transition pin reads 0.912 ns.
- STA on the placed design reports a worst setup slack of 7.02 ns.
- The number of setup violations in the final report reads 0.
- The number of vias per cell after detailed routing reads around 5.6.
- The post-synthesis to final-layout area growth reads 21.0%.
- The count of nets left with antenna violations after detail routing reads 0.
- In this run the mean area of a mapped cell was 6.55 sq um.
- The script parses the final routing iteration and logs DRC violations as 0.
- The share of synthesized area in the top cell type comes to 0.232.
- Dividing the final minimum period by the clock period gives 0.648.
- The total placed cells including tap cells reads ~1100.
- Hold analysis shows the worst path with a depth of 5.
- The number of distinct library cells after synthesis is between 70 and 80.
- Max-cap violations in this run came to 0.
- Detailed routing inserted a total of 5930 vias.
- The tally of OpenROAD warnings is approximately 96.
- Yosys reports that the most numerous cell types are 98 x sky130_fd_sc_hd__inv_1, 96 x sky130_fd_sc_hd__ha_1, 72 x sky130_fd_sc_hd__a21oi_1.
- Setup slack on the critical path of the routed design comes to 7.01 ns.
- The endpoint required time on the critical path reads about 16 ns.
- The wire length per cell after detailed routing reads about 17 um.
- Detailed placement finished with a half-perimeter wire length of about 15 mm.
- The largest net degree at the start of global routing is between 60 and 70.
- The number of antenna violations at the first check in global routing reads 0.
- The tightest slew margin relative to the limit reads 0.384.
- The power density of the placed cells is about 31 nW/um^2.
- In the post-synthesis netlist, the biggest area contributors are sky130_fd_sc_hd__ha_1 23%, sky130_fd_sc_hd__inv_1 7.1%, sky130_fd_sc_hd__a21oi_1 6.9%.
- The share of post-route cells with drive strength above 1 is 0.0425.
- The initial core utilization is 0.310.
- The design draws 0.000194 W.
- For this run, the script counts the antenna cells in the layout as 0.
- The worst slack on hold paths reads 9.20 ns.
- Synthesis produced between 700 and 800 cells.
- The class of the tightest hold or removal check is in -> out.
- The worst-path maximum fanout is 3.
- The design has 0 sequential cells.
-- power by group --
group | switching (W) | leakage [nW] | internal, W | total (W)
clock | 0 | 0 | 0 | 0
combinational | 0.000108 | 2.83 | 0.0000864 | 0.000194
sequential | 0 | 0 | 0 | 0
total | 0.000108 | 2.83 | 0.0000864 | 0.000194
-- stage by stage --
| step | utilization | instance area, sq um |
|---|---|---|
| finish | 0.376 | 6270 |
| detailed placement | 0.376 | 6270 |
| CTS | 0.376 | 6270 |
| global route | 0.376 | 6270 |
| global placement | 0.376 | 6270 |
| floorplan | - | 5180 |
-- final cells by class --
class              count  area (sq um)
fillers             1785         10400
inverters             98           368
multi-input cells    645          4600
well taps            220           275
repair buffers       105          1030
-- layer usage --
layer,track usage,share of wire,vias to the layer above,wire length [um]
li1,-,-,2970,-
met1,0.323,0.47,2668,8720
met2,0.319,0.43,265,8050
met3,0.0167,0.073,27,1360
met4,0.0404,0.020,0,376
met5,0,0,-,0
-- layout by cell type (no fill, tap or decap), drive strengths merged, types with 11 or more instances in the layout --
cell,synthesis,routed
a221oi,12,12
nand2,61,61
clkdlybuf4s50,0,99
ha,96,96
o21bai,14,14
a211oi,11,11
o21ai,53,53
nand2b,13,13
o22ai,16,16
nor2,72,72
nor2b,11,11
a21o,20,20
nand3,18,18
nor4,14,14
mux2i,11,11
a21oi,73,73
inv,98,98
-- kinds of logic after synthesis --
family	count (synthesis)	share of synthesized area
AND-OR/OR-AND	295	0.389
XOR/XNOR	7	0.0118
adder cells (fa/ha/maj)	98	0.239
buffers and inverters	146	0.114
multiplexers	13	0.0256
AND/OR/NAND/NOR	232	0.221
-- critical path, stage by stage --
cell and delay [ns]:
sky130_fd_sc_hd__clkdlybuf4s50_1 0.48, sky130_fd_sc_hd__inv_1 0.06, sky130_fd_sc_hd__ha_1 0.24, sky130_fd_sc_hd__fa_1 0.42, sky130_fd_sc_hd__o21ba_2 0.25, sky130_fd_sc_hd__o21bai_1 0.25, sky130_fd_sc_hd__a221o_1 0.25, sky130_fd_sc_hd__o22ai_1 0.09
sky130_fd_sc_hd__nor3b_1 0.20, sky130_fd_sc_hd__a31oi_1 0.10, sky130_fd_sc_hd__or4b_1 0.54, sky130_fd_sc_hd__nor4b_1 0.35, sky130_fd_sc_hd__or4b_1 0.50, sky130_fd_sc_hd__nor4_2 0.27, sky130_fd_sc_hd__nand4b_1 0.19, sky130_fd_sc_hd__nor4_2 0.23
sky130_fd_sc_hd__clkdlybuf4s50_1 0.50
-- worst max path at each step --
stage         from    to  slack [ns]  cells past startpoint
CTS           a[0]  zero        7.02                     17
global route  a[0]  zero        6.72                     17
finish        a[0]  zero        7.01                     17
Power is estimated from default activity; no workload was simulated.
